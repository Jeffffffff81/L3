$ cat ./run.sh
#!/bin/bash
# OpenROAD 26Q1-2900-gdf79404cd8, Yosys 0.63+post, stock flow scripts
make -C /OpenROAD-flow-scripts/flow DESIGN_CONFIG=/design/flow/config.mk WORK_HOME=/design/flow/orfs finish
$ cat ./config.mk
export PLATFORM = sky130hd
export DESIGN_NAME = frequencyDivider
export DESIGN_NICKNAME = frequencyDivider
export VERILOG_FILES = /design/flow/design.v
export SDC_FILE = /design/flow/constraint.sdc
export NUM_CORES = 4
export LEC_CHECK = 1
export CORE_UTILIZATION = 40
$ cat ./constraint.sdc
current_design frequencyDivider

set clk_period 6.3
set clk_io_pct 0.2

create_clock -name clk0 -period $clk_period [get_ports {clk_in}]

set non_clock_inputs [all_inputs -no_clocks]
set_input_delay [expr $clk_period * $clk_io_pct] -clock clk0 $non_clock_inputs
set_output_delay [expr $clk_period * $clk_io_pct] -clock clk0 [all_outputs]
$ cat ./design.v
`default_nettype none
module 
picoblaze_template
#(
parameter clk_freq_in_hz = 50000000
) (
				output reg[7:0] led,
				output wire[1:0] other_leds,
				input clk,
				input [7:0] input_data,
				input external_interrupt
			     );
wire[9:0]  address;
wire[17:0]  instruction;
wire[7:0]  port_id;
wire[7:0]  out_port;
reg[7:0]  in_port;
wire  write_strobe;
wire  read_strobe;
reg  interrupt;
wire  interrupt_ack;
wire  kcpsm3_reset;
pacoblaze3 led_8seg_kcpsm
(
                  .address(address),
               .instruction(instruction),
                   .port_id(port_id),
              .write_strobe(write_strobe),
                  .out_port(out_port),
               .read_strobe(read_strobe),
                   .in_port(in_port),
                 .interrupt(interrupt),
             .interrupt_ack(interrupt_ack),
                     .reset(kcpsm3_reset),
                       .clk(clk));
 wire [19:0] raw_instruction;
	pacoblaze_instruction_memory 
	pacoblaze_instruction_memory_inst(
     	.addr(address),
	    .outdata(raw_instruction)
	);
	always @ (posedge clk)
	begin
	      instruction <= raw_instruction[17:0];
	end
    assign kcpsm3_reset = 0;                       
 always @ (posedge clk or posedge interrupt_ack)   
 begin
      if (interrupt_ack)  
            interrupt <= 0;
      else
		begin 
		      if (external_interrupt)    
      		      interrupt <= 1;
          		else
		            interrupt <= interrupt;
      end
 end
 always @ (posedge clk)
 begin
    case (port_id[7:0])
        8'h0:    in_port <= input_data;
        default: in_port <= 8'bx;
    endcase
end
reg[7:0] truncate_this;
assign other_leds = truncate_this[1:0];
  always @ (posedge clk)
  begin
        if (write_strobe & port_id[7])   
          led <= out_port;
		  if (write_strobe & port_id[6])
			 truncate_this <= out_port;
  end
endmodule
`default_nettype wire
module frequencyDivider(clk_in, clk_out, divisor);
	input logic clk_in;
	input logic[31:0]  divisor;
	output reg clk_out = 0;
	logic[31:0] counter_out;
	logic reset_counter ;
	assign reset_counter = (counter_out >= divisor);
	counter counter(.clk(clk_in), .reset(reset_counter), .counter(counter_out));
	always_ff @(posedge clk_in)
	if(reset_counter) begin
		clk_out = !clk_out;
		end
endmodule
module counter(clk, reset, counter);
	parameter counter_width = 32;
	input clk;
	input reset;
	output reg[counter_width-1:0] counter = 0;
	always_ff @(posedge clk) begin
			if(reset) begin
				counter <= 0;
			end else begin
				counter <= counter + 1;
			end
		end
endmodule
==> flow_summary.toml <==
# synthesis and place-and-route metrics
[detailed_routing]
via_per_inst = 4.98
drt_drc_violations_left = 0
via_count = 1944
route.detailed.wl_per_inst_um = 11.6
route.antenna.remaining_nets = 0
finalWirelength_mm = 4.51
insertedDiodeCount = 0
number_of_drc_markers_in_iteration_0 = 110
dr.pass1.iters = 4

[run]
drv.max_cap_violation_count = 0
warnings = 25

[synthesis]
synth-area-yosys_um2 = 2350
postSynthAreaPerCell_um2 = 8.21
synth.distinct_cells = 35
netlist_instances = 286
edf_count = 1
synth.yosys.seq_area_share_pct = 28.6
synth_top_flop_cell = "dfxtp_1"
async_flop_share_pct = 0
post_synth_instance_area_um2 = 2350
synth.yosys.num_cells = 286
synthesis.yosys.warnings = 2
synth.ff_latch_count = 33

[final_timing]
final.setup.tns_ns = 0
worst_clock_skew_ns = 0.00603
post-route-period-util_pct = 57.3
timing_max_transition_violations_final = 0
finalHoldViolations = 0
final-setup-viol-count = 0
achievable-frequency_mhz = 277
worst_slew_pin_slew_ns = 0.656
setup_ws_post_layout_ns = 2.69
layout_min_cycle_time_ns = 3.61
grt_setup_unrepaired = "false"
max_slew_margin_pct = 55.1

[setup_path]
crit-reg2reg-launch = "counter.counter[14]"
crit_start = "divisor[13]"
critPathCaptureType = "flip-flop"
timing.critical_path.required_ns = 6.46
data_arrival_at_the_endpoint_of_the_critical_path_ns = 3.77
worst-path-stages = 9
worstRegToRegCells = 7
critical-path-top-delay-family = "simple AND/OR/NAND/NOR gates"
timing.reg2reg.setup_slack_ns = 3.77
worstSetupEndpoint = "counter.counter[1]"
path_cells = "clkdlybuf4s50_1 > inv_1 > ha_1 > nand4_1 > nor3_2 > or4b_1 > a311oi_4 > buf_4 > nor3b_1"
setup.worst_path.start_class = "primary input"
crit_path_max_fanout = 27
reg2reg_end = "counter.counter[1]"
worstSetupPathType = "in2reg"
critical_path.slowest_cell = "or4b_1"
crit_path_max_incr_delay_ns = 0.50
cp_num_buf_inv = 3

[power_and_ir_drop]
share_clk_of_total_power_pct = 24.5
p_sw_mw = 0.237
sequentialPowerShare_pct = 44.9
combinationalPowerShare_pct = 30.6
pwr_density_cell_nw_per_um2 = 251
total_power_mw = 0.705
power_report.internal_total_mw = 0.467
power.static_leakage_nw = 1.23
swShare_pct = 33.7
vdd_ir_drop_max_mv = 0.144

[clocking]
cts.hold.buffers_added = 0
cts_resized = 0
cts_tree = "built"
cts_max_level = 2
clk_pin_slew_ns = 0.06
cts_setup_buffers = 0
cts-buffers-inserted = 5
cts-root-to-sink-buffers = 2
numClockSinks = 33
clk-insertion-delay-late_ns = 0.28
root_buf_cell = "clkbuf_8"

[place]
place_ws_ns = 2.41
placed_cell_area_um2 = 2710
gpl.final_weighted_congestion = 0.853
hpwlAfterDp_mm = 3.35
portBuffers = 33

[floorplanning]
chip_area_um2 = 6180
initial_utilization_pct = 42.1
die_w_um = 78.6
coreArea_um2 = 5570
std_cell_rows = 27
ios = 34
die.size.y_um = 78.6

[grt]
grt_overflow = 0
global_route_wire_length_before_repair_mm = 7.95
global_route.usage.total_pct = 16.4
antenna_found_initial = 0
first_global_vias = 1791
pin_count_of_the_biggest_net_entering_global_routing = 34

[final_layout]
final_area_um2 = 2810
synthToLayoutAreaGrowth_pct = 19.7
final_layout_size_suffix_gt1_share_pct = 5.66

[run_status]
run_status = "finished, final reports clean"

[worst_hold_path]
hold_class = "reg2reg"
area by class of cell:
| class | count | area [um^2] |
|---|---|---|
| Fill cell | 546 | 2760 |
| Multi-Input combinational cell | 203 | 1460 |
| Sequential cell | 33 | 671 |
| Timing Repair Buffer | 35 | 345 |
| Inverter | 39 | 146 |
| Clock buffer | 7 | 96.3 |
| Tap cell | 72 | 90.1 |
| Clock inverter | 1 | 5.00 |
how the worst min path moves through the flow:
| stage | start | endpoint | slack (ns) | cells after the start |
|---|---|---|---|---|
| global route | counter.counter[0] | counter.counter[0] | 0.53 | 1 |
| CTS | counter.counter[0] | counter.counter[0] | 0.49 | 1 |
| finish | counter.counter[0] | counter.counter[0] | 0.49 | 1 |
worst register-to-register path: cells and delay by family (launching register included):
kind                     cells  cell delay, ns
AND-OR/OR-AND                1            0.39
adder cells (fa/ha/maj)      1            0.31
buffers and inverters        1            0.38
flip-flops                   1            0.36
AND/OR/NAND/NOR              4            0.95
Yosys cell counts, types with 2 or more instances:
library cell,n,share of area (%)
a211oi_1,2,0.64
a21o_1,2,0.64
a21oi_1,12,2.6
and3_1,4,1.1
and4_1,4,1.5
buf_2,3,0.64
buf_6,3,1.4
clkbuf_1,4,0.64
dfxtp_1,32,27
ha_1,33,18
inv_1,39,6.2
nand2_1,22,3.5
nand3_1,10,2.1
nand4_1,9,2.4
nor2_1,8,1.3
nor3_1,40,8.5
nor3_2,4,1.7
nor4_1,6,1.6
o21ai_0,5,1.1
xnor2_1,23,8.6
xor2_1,7,2.6
routing by layer:
layer	routed length, um	share of wire (%)	up-vias	track usage [%]
li1	-	-	1058	-
met4	54	1.2	0	2.22
met1	2260	50	845	24.8
met3	185	4.1	6	2.60
met2	2000	44	35	25.5
met5	0	0	-	0
metrics by stage:
step                hold slack [ns]  util, %  instances
CTS                           0.490     50.4        390
finish                        0.488     50.4        390
global route                  0.528     50.4        390
floorplan                     0.451        -        286
detailed placement            0.482     48.6        382
global placement              0.490     48.6        382
cells in the final DEF, fill, tap and decap left out, types with 5 or more instances in the layout:
cell type,instances
o21ai_0,5
dfxtp_1,32
nand2_1,22
nor4_1,6
nor2_1,8
xor2_1,7
nand4_1,9
ha_1,33
a21oi_1,12
nor3_1,40
xnor2_1,23
clkdlybuf4s50_1,33
clkbuf_8,7
nand3_1,10
inv_1,39
power by group through the flow:
stage	logic (mW)	clock network [mW]	registers, mW
global route	0.249	0.189	0.326
finish	0.216	0.173	0.316
CTS	0.219	0.176	0.316
flip-flops by register name, summed over array words and instances (netlist names):
signal	flops
counter.counter	32
clk_out	1
cell families after synthesis:
family / share of synthesized area (%)
adders and majority gates: 17.6
AOI/OAI and AO/OA: 7.57
and+or+nand+nor: 25.6
DFF: 28.6
buffers and inverters: 9.54
xor gates and xnor gates: 11.2
No activity file was given, so power comes from the tool's default toggle rates.
