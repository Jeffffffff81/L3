File: design/flow/design.v
`default_nettype none
module 
picoblaze_template
#(
parameter clk_freq_in_hz = 50000000
) (
				output reg[7:0] led,
				output wire[1:0] other_leds,
				input clk,
				input [7:0] input_data,
				input external_interrupt
			     );
wire[9:0]  address;
wire[17:0]  instruction;
wire[7:0]  port_id;
wire[7:0]  out_port;
reg[7:0]  in_port;
wire  write_strobe;
wire  read_strobe;
reg  interrupt;
wire  interrupt_ack;
wire  kcpsm3_reset;
pacoblaze3 led_8seg_kcpsm
(
                  .address(address),
               .instruction(instruction),
                   .port_id(port_id),
              .write_strobe(write_strobe),
                  .out_port(out_port),
               .read_strobe(read_strobe),
                   .in_port(in_port),
                 .interrupt(interrupt),
             .interrupt_ack(interrupt_ack),
                     .reset(kcpsm3_reset),
                       .clk(clk));
 wire [19:0] raw_instruction;
	pacoblaze_instruction_memory 
	pacoblaze_instruction_memory_inst(
     	.addr(address),
	    .outdata(raw_instruction)
	);
	always @ (posedge clk)
	begin
	      instruction <= raw_instruction[17:0];
	end
    assign kcpsm3_reset = 0;                       
 always @ (posedge clk or posedge interrupt_ack)   
 begin
      if (interrupt_ack)  
            interrupt <= 0;
      else
		begin 
		      if (external_interrupt)    
      		      interrupt <= 1;
          		else
		            interrupt <= interrupt;
      end
 end
 always @ (posedge clk)
 begin
    case (port_id[7:0])
        8'h0:    in_port <= input_data;
        default: in_port <= 8'bx;
    endcase
end
reg[7:0] truncate_this;
assign other_leds = truncate_this[1:0];
  always @ (posedge clk)
  begin
        if (write_strobe & port_id[7])   
          led <= out_port;
		  if (write_strobe & port_id[6])
			 truncate_this <= out_port;
  end
endmodule
`default_nettype none
module AddressController(clk, rst, change, forward, address);	
	parameter width = 32;
	parameter MAX_ADDRESS = 0;
	input logic clk;
	input logic rst;
	input logic change;
	input logic forward;
	output reg[width-1:0] address = 0;
	always_ff @(posedge clk) begin
		if(rst) 
			address <= 0; 
		else if (change) begin
		  if(address > MAX_ADDRESS)
		    address <= 0;
		  else if (address == 0 && !forward)
		    address <= MAX_ADDRESS;  
		  else
			 address <= forward ? address + 1 : address - 1;
		end
		else 
			address <= address;
	end
endmodule
`default_nettype none
module FlashReader(clk,kybrd_pause,flsh_waitrequest,flsh_read,flsh_readdata,flsh_readdatavalid,flsh_byteenable,
	address_change,audio_enable,audio_out,startsamplenow, debug);
	input logic  			clk;
	output logic [15:0]	debug;
	input logic 			kybrd_pause;
	input logic				flsh_waitrequest;
	output logic 			flsh_read;
	input logic[31:0]		flsh_readdata;
	input logic 			flsh_readdatavalid;
	output logic[3:0] 	flsh_byteenable;
	output logic 			address_change;
	output logic 			audio_enable;
	output logic[15:0]   audio_out;
	input	logic	 			startsamplenow;  
	wire start = startsamplenow & !kybrd_pause;
   reg[6:0] state = 0;
	parameter idlea = 7'b0000_0_0_0;
	parameter a1 = 7'b0001_1_0_1;
	parameter a2 = 7'b0010_0_0_1;
	parameter idleb = 7'b0011_0_0_1;
	parameter b1 = 7'b0100_1_0_0;
	parameter b2 = 7'b0101_0_0_0;
	parameter b3 = 7'b0110_0_0_0;
	parameter b4 = 7'b0111_0_1_0;  
	assign flsh_read = state[2];
	assign address_change = state[1];
	assign flsh_byteenable = 4'b1111;  
	assign audio_enable = flsh_readdatavalid;
	assign audio_out = state[0] ? flsh_readdata[15:0] : flsh_readdata[31:16];
	assign debug = {6'b0, flsh_waitrequest,flsh_readdatavalid,4'b0,state[6:3]};
	always_ff @(posedge clk)
			begin
					case (state)
					idlea: begin 
							 if (start)
								state <= a1;				    
							 else					 
								state <= idlea;
							 end
					a1:	 begin
							 if(!flsh_waitrequest)
								state <= a2;
							 else
								state <= a1;
							 end
					a2:    begin 
							 if(flsh_readdatavalid) 
								state <= idleb;
							 else
								state <= a2;  
						    end
					idleb: begin 
							 if (start)
								state <= b1;			    
							 else					 
								state <= idleb;
							 end
					b1:	 begin 
							 if(!flsh_waitrequest)
								state <= b2;
							 else
							   state <= b1;
							 end
					b2:    begin 
							 if(flsh_readdatavalid)
								state <= b3;
							 else
								state <= b2;
						    end
					b3:	 begin
							 state <= b4;
							 end
					b4:	 begin
							 state <= idlea;
							 end
					default: state <= idlea;
			endcase
		end
	endmodule
`default_nettype none
module MusicPlayer(clk, kybrd_forward, kybrd_pause, kybrd_reset, startsamplenow, flsh_address, 
	flsh_waitrequest,flsh_read,flsh_readdata,flsh_readdatavalid,flsh_byteenable,audio_data,debug, debug_address);
	input logic clk;
	input logic kybrd_forward, kybrd_pause, kybrd_reset;
	input logic startsamplenow;
	output logic[22:0] flsh_address;
	input logic[31:0] flsh_readdata;
	input logic flsh_waitrequest, flsh_readdatavalid;
	output logic flsh_read;
	output logic[3:0] flsh_byteenable;
	output logic [15:0] audio_data;
	output logic [15:0] debug;
	output logic [15:0] debug_address;
	assign debug_address = flsh_address[15:0];
	wire address_change;
	wire audio_enable;
	wire[15:0] audio_fsmout;
	FlashReader flashReader(
		.clk(clk),
		.kybrd_pause(kybrd_pause),
		.flsh_waitrequest(flsh_waitrequest),
		.flsh_read(flsh_read),
		.flsh_readdata(flsh_readdata),
		.flsh_readdatavalid(flsh_readdatavalid),
		.flsh_byteenable(flsh_byteenable),
		.address_change(address_change),
		.audio_enable(audio_enable),
		.audio_out(audio_fsmout),
		.startsamplenow(startsamplenow),
		.debug(debug)
	);
	wire reset_address = (flsh_address >= 23'h7FFFF) || kybrd_reset;
	AddressController #(.width(23), .MAX_ADDRESS(23'h7FFFF)) addresscontroller(
	 .clk(clk),
	 .rst(kybrd_reset),
	 .change(address_change),
	 .forward(kybrd_forward),
	 .address(flsh_address)
	);
	always_ff @(posedge clk)
		if(audio_enable) audio_data = audio_fsmout;
		else audio_data = audio_data;
endmodule
File: design/flow/run.sh
#!/bin/bash
# OpenROAD 26Q1-2900-gdf79404cd8, Yosys 0.63+post, stock flow scripts
make -C /OpenROAD-flow-scripts/flow DESIGN_CONFIG=/design/flow/config.mk WORK_HOME=/design/flow/orfs finish
File: design/flow/config.mk
export PLATFORM = sky130hd
export DESIGN_NAME = MusicPlayer
export DESIGN_NICKNAME = MusicPlayer
export VERILOG_FILES = /design/flow/design.v
export SDC_FILE = /design/flow/constraint.sdc
export NUM_CORES = 4
export LEC_CHECK = 1
export CORE_UTILIZATION = 50
File: design/flow/constraint.sdc
current_design MusicPlayer

set clk_period 6.5
set clk_io_pct 0.2

create_clock -name clk0 -period $clk_period [get_ports {clk}]

set non_clock_inputs [all_inputs -no_clocks]
set_input_delay [expr $clk_period * $clk_io_pct] -clock clk0 $non_clock_inputs
set_output_delay [expr $clk_period * $clk_io_pct] -clock clk0 [all_outputs]
==> results.py <==
# Auto-generated metrics
metrics = {
    "final_timing": {
        "setup_ws_ps": 2198,
        "fin_setup_tns_ps": 0,
        "setup_violations": 0,
        "slew_viol_final": 0,
        "max_freq_mhz": 232.5,
        "hold_ws_ps": 499.1,
        "min_period_over_period": 0.6618,
        "rsz0062_at_grt": "false",
        "skew_ps": 9.359,
        "worst_pin_slew_ps": 867.8,
        "period_minus_slack_ps": 4302,
        "hold_viol": 0,
        "max_slew_margin": 0.4208,
    },
    "yosys": {
        "flop_cell": "dfxtp_1",
        "ys.flops": 45,
        "synthCells": 390,
        "ys_cells": 390,
        "yosys.area.top_type": "dfxtp_1",
        "ys_top_cells_by_count": "buf_4 (36), a21oi_1 (34), dfxtp_1 (29)",
        "top_area_frac": 0.1697,
        "synthArstFlopShare": 0,
        "edf_count": 16,
        "ys_area_um2": 3422,
        "synth_seq_share": 0.3101,
        "top_cells_by_area": "dfxtp_1 (17%), edfxtp_1 (14%), buf_4 (7.9%)",
        "synth_cell_type_count": 63,
        "synthMostInstantiatedCell": "buf_4",
        "syn_area_per_cell_um2": 8.774,
        "yosys_warnings": 3,
        "synth_area_um2": 3422,
    },
    "power_and_ir_drop": {
        "p_total_mw": 0.6183,
        "vdd_drop_max_mv": 0.09250,
        "leakagePower_nw": 1.684,
        "power.density_nw_per_um2": 141.9,
    },
    "clocking": {
        "cts_root_buf": "clkbuf_8",
        "cts_buffer_depth": 2,
        "postCtsSetupBuffers": 0,
        "cts_buffers": 5,
        "h-tree-depth": 2,
        "path_clk_slew_ps": 90,
        "cts_resized": 0,
        "clk_latency_ps": 300,
        "hold_buffers": 0,
        "cts_tree": "yes",
        "cts.sinks": 45,
    },
    "grt": {
        "grt_pass1_wl_um": 14070,
        "antenna_found_initial": 0,
        "grt_usage": 0.2561,
        "grt_max_degree": 23,
        "grt_overflow_total": 0,
        "grt_pass1_vias": 2812,
    },
    "floorplan": {
        "die_h_um": 84.73,
        "die-area_um2": 7179,
        "row_count": 29,
        "core_um2": 6495,
        "fp_util": 0.5269,
        "die_x_um": 84.73,
        "pin_count": 115,
    },
    "critical_path": {
        "timing.rr.start": "addresscontroller.address[0]",
        "path_class": "input pin to flip-flop",
        "path_buffers": 2,
        "worstPathMaxFanout": 22,
        "startpoint_type": "input pin",
        "crit_family": "AND-OR/OR-AND gates",
        "r2r_end": "addresscontroller.address[16]",
        "cp.arrival_ps": 4500,
        "r2r_cells": 8,
        "critPathCaptureType": "flip-flop",
        "rrSetupSlack_ps": 3830,
        "cp.required_ps": 6700,
        "critPathMaxStageDelay_ps": 620,
        "cpMaxStageDelayCell": "clkdlybuf4s50_1",
        "cp_cell_sequence": "clkdlybuf4s50_1 -> inv_1 -> ha_1 -> nor2b_1 -> o2111ai_1 -> a211oi_1 -> o32ai_1 -> xnor2_1 -> a221o_2",
    },
    "final_layout": {
        "drive_gt1_frac": 0.08874,
        "utilization": 0.6708,
        "stdcell_count": 539,
        "area_delta_synth_final_pct": 27.31,
        "final_area_um2": 4357,
    },
    "worst_hold_path": {
        "hold_class": "flip-flop to flip-flop",
        "min_path_cells": 2,
        "min_from": "addresscontroller.address[6]",
        "hold_path_end": "addresscontroller.address[6]",
    },
    "run": {
        "drv_cap": 0,
        "warnings": 26,
    },
    "routing": {
        "firstDrtPassIters": 14,
        "drc": 0,
        "routed_wl_um": 8874,
        "wire_per_inst_um": 16.46,
        "vias_per_cell": 5.850,
        "via_count": 3153,
        "num_antenna_cells": 0,
        "drt_iter0_drc": 242,
        "drtAntennaViolNets": 0,
    },
    "placement": {
        "hpwlAfterDp_um": 6669,
        "pre_cts_slack_ps": 1924,
        "dp_cells": 531,
        "place_congestion": 0.9068,
        "numPortBuffers": 99,
        "place_area_um2": 4249,
    },
    "status": {
        "outcome": "completed",
    },
}
## worst max-delay path by stage
stage,depth (start not counted),start,end,slack [ps]
6_report,9,kybrd_forward,addresscontroller.address[16],2200
5_1_grt,9,kybrd_forward,addresscontroller.address[13],2000
4_1_cts,9,kybrd_forward,addresscontroller.address[13],2240
## registers in the layout, indices dropped and copies added (netlist names)
name,flops
audio_data,16
flashReader.state,6
addresscontroller.address,23
## tightest hold or removal path: cells and delay by family, from the launching register on
| kind | cells | cell delay, ps |
|---|---|---|
| simple gates | 2 | 110 |
| flops | 1 | 360 |
## cells in the final DEF (no fill, tap or decap), types with 5 or more instances in the layout
| cell type | n |
|---|---|
| nor4_1 | 8 |
| nor2_1 | 19 |
| nor3_1 | 11 |
| nand2_1 | 28 |
| a221o_2 | 8 |
| o21ai_0 | 20 |
| nand3_1 | 9 |
| xnor2_1 | 8 |
| a21oi_1 | 34 |
| mux2_2 | 16 |
| clkdlybuf4s50_1 | 99 |
| o211ai_1 | 6 |
| a211oi_1 | 5 |
| conb_1 | 15 |
| a31oi_1 | 5 |
| xor2_1 | 5 |
| ha_1 | 21 |
| edfxtp_1 | 16 |
| clkbuf_8 | 5 |
| dfxtp_1 | 29 |
| o21a_1 | 8 |
| a21o_1 | 5 |
| inv_1 | 14 |
## routing by layer
layer,up-vias,share of wire,GRT usage
met5,-,0,0
met4,0,0.0043,0.02619
met1,1448,0.48,0.4176
met2,143,0.44,0.3843
met3,4,0.077,0.04382
li1,1558,-,-
## area by class of cell
| class | count | area, µm² |
|---|---|---|
| fillers | 507 | 2138 |
| multi-input cells | 291 | 2014 |
| flip-flops and latches | 45 | 1061 |
| repair buffers | 103 | 1021 |
| well taps | 77 | 96.34 |
| clock buffers | 6 | 72.57 |
| inverters | 15 | 56.30 |
| clock inverters | 2 | 35.03 |
## cell families (layout without fill, tap and decap cells)
kind of cell / count (synthesis) / after routing / synth area share
xor+xnor: 13 / 13 / 0.03327
other cells: 2 / 15 / 0.002195
mux: 19 / 19 / 0.06143
flops: 45 / 45 / 0.3101
fa+ha+maj: 22 / 22 / 0.08263
buf+inv: 67 / 126 / 0.1155
simple gates: 105 / 105 / 0.1601
compound gates: 117 / 117 / 0.2347
## report_power, final
| group | internal [mW] | switching (mW) | leakage, nW |
|---|---|---|---|
| combinational | 0.0574 | 0.0387 | 1.24 |
| sequential | 0.302 | 0.00750 | 0.391 |
| clock | 0.114 | 0.0987 | 0.0552 |
Power figures rest on the tool's default switching activity, not on a simulated workload.
