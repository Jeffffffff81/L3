### flow/config.mk
export PLATFORM = sky130hd
export DESIGN_NAME = frequencyDivisorGenerator
export DESIGN_NICKNAME = frequencyDivisorGenerator
export VERILOG_FILES = /design/flow/design.v
export SDC_FILE = /design/flow/constraint.sdc
export NUM_CORES = 4
export LEC_CHECK = 1
export CORE_UTILIZATION = 50
### flow/constraint.sdc
current_design frequencyDivisorGenerator

set clk_period 7.0
set clk_io_pct 0.2

create_clock -name clk0 -period $clk_period [get_ports {clk}]

set non_clock_inputs [all_inputs -no_clocks]
set_input_delay [expr $clk_period * $clk_io_pct] -clock clk0 $non_clock_inputs
set_output_delay [expr $clk_period * $clk_io_pct] -clock clk0 [all_outputs]
### flow/design.v
`default_nettype none
module 
picoblaze_template
#(
parameter clk_freq_in_hz = 50000000
) (
				output reg[7:0] led,
				output wire[1:0] other_leds,
				input clk,
				input [7:0] input_data,
				input external_interrupt
			     );
wire[9:0]  address;
wire[17:0]  instruction;
wire[7:0]  port_id;
wire[7:0]  out_port;
reg[7:0]  in_port;
wire  write_strobe;
wire  read_strobe;
reg  interrupt;
wire  interrupt_ack;
wire  kcpsm3_reset;
pacoblaze3 led_8seg_kcpsm
(
                  .address(address),
               .instruction(instruction),
                   .port_id(port_id),
              .write_strobe(write_strobe),
                  .out_port(out_port),
               .read_strobe(read_strobe),
                   .in_port(in_port),
                 .interrupt(interrupt),
             .interrupt_ack(interrupt_ack),
                     .reset(kcpsm3_reset),
                       .clk(clk));
 wire [19:0] raw_instruction;
	pacoblaze_instruction_memory 
	pacoblaze_instruction_memory_inst(
     	.addr(address),
	    .outdata(raw_instruction)
	);
	always @ (posedge clk)
	begin
	      instruction <= raw_instruction[17:0];
	end
    assign kcpsm3_reset = 0;                       
 always @ (posedge clk or posedge interrupt_ack)   
 begin
      if (interrupt_ack)  
            interrupt <= 0;
      else
		begin 
		      if (external_interrupt)    
      		      interrupt <= 1;
          		else
		            interrupt <= interrupt;
      end
 end
 always @ (posedge clk)
 begin
    case (port_id[7:0])
        8'h0:    in_port <= input_data;
        default: in_port <= 8'bx;
    endcase
end
reg[7:0] truncate_this;
assign other_leds = truncate_this[1:0];
  always @ (posedge clk)
  begin
        if (write_strobe & port_id[7])   
          led <= out_port;
		  if (write_strobe & port_id[6])
			 truncate_this <= out_port;
  end
endmodule
module frequencyDivisorGenerator(
				key_0, key_1, key_2,
				 clk, 
				frequency_divisor);
input logic key_0, key_1, key_2, clk; 
output reg[31:0] frequency_divisor = 32'd1136;
parameter max_divisor = 11236000;
parameter min_divisor = 100;
wire [31:0] next_speed_down, next_speed_up; 
assign next_speed_up = (frequency_divisor - 100) > min_divisor ? frequency_divisor - 100 : frequency_divisor;
assign next_speed_down = (frequency_divisor + 100) < max_divisor ? frequency_divisor + 100 : frequency_divisor;   
always_ff @(posedge clk)
	begin 
		if (key_2 == 1'b1)        frequency_divisor <= 32'd1136;   
		else if (key_0 == 1'b1)	  frequency_divisor <= next_speed_up;  
		else if (key_1 == 1'b1)	  frequency_divisor <= next_speed_down;  
	end	
endmodule 
### flow/run.sh
#!/bin/bash
# OpenROAD 26Q1-2900-gdf79404cd8, Yosys 0.63+post, stock flow scripts
make -C /OpenROAD-flow-scripts/flow DESIGN_CONFIG=/design/flow/config.mk WORK_HOME=/design/flow/orfs finish
==> impl_metrics.toml <==
# flow metrics
[status]
status = "complete, no violations"

[power]
switchingPower_w = 0.000625
p_int_w = 0.000630
clkPwrFrac_pct = 11.9
p_leak_nw = 1.35
totalPowerFinal_w = 0.00126
seq_power_share_pct = 29.3
powerDensity_nw_per_um2 = 327
peakVddDrop_uv = 207
switching_share_pct = 49.8
comb_power_share_pct = 58.8

[place]
gp_congestion = 0.940
port_buffers = 33
place_hpwl_mm = 7.00

[global_route]
grt_antenna_before_repair = 0
grt_max_degree = 56
grt_util_all_layers_pct = 28.3
grt_pass1_vias = 3133
overflow = 0
grt_pass1_wl_mm = 16.5

[synthesis]
yosysCellCount = 473
ys.flops = 30
edf_count = 0
ys_sh_simple_pct = 35.6
ys_types = 74
ys_seq_share_pct = 17.1
ys_sh_adder_pct = 1.42
yosysChipArea_sq_um = 3520
ys_sh_xor_pct = 3.23
ys_sh_aoi_pct = 25.5
yosys_warnings = 1
syn_area_sq_um = 3520
top_logic_kind = "simple AND/OR/NAND/NOR gates"
avgSynthCellArea_sq_um = 7.45
synthCells = 473
mux_area_share_pct = 8.95
flop_cell = "dfxtp_1"
async_flop_share_pct = 0

[cts]
postCtsHoldBufs = 0
clock_sinks = 30
htreeDepth = 2
cts.repair.resized = 0
insertion_delay_ps = 290
cts_buffers = 5
clk_pin_slew_ps = 70
cts_tree = "done"
clk_path_buf_depth = 2
root_buffer = "clkbuf_8"
postCtsSetupBuffers = 0

[floorplan]
die-area_sq_um = 7380
rows = 30
fp-utilization_pct = 51.8
die_h_um = 85.9
dieWidth_um = 85.9
core_sq_um = 6790
top_level_ports = 36

[sta]
finalSetupViolCount = 0
fin_setup_tns_ps = 0
max_freq_mhz = 236
min_period_ps = 4230
finalCritPeriodShare_pct = 60.4
tightestPinTransition_ps = 707
finalHoldViolations = 0
rsz0062_at_grt = "false"
maxSlewViolCount = 0
slew_headroom_pct = 52.9
fin_skew_ps = 3.49

[detailed_routing]
dr_total_vias = 3594
drtIter0Drc = 300
wl_per_cell_um = 17.8
first_pass_iters = 5
viasPerCell = 6.40
ant_nets = 0
wl_mm = 10.0
drc = 0
n_antenna_cell = 0

[finish]
lay_top_count = "nor2_1"
largest_reg_flops = 30
drive_above_1_share_pct = 10.1
syn_to_final_growth_pct = 9.02
top_regs = "frequency_divisor: 30 flops"
regMostFlops = "frequency_divisor"
lay_top_cells = "nor2_1 (51), clkdlybuf4s50_1 (32), dfxtp_1 (30)"

[setup_path]
crit_chain = "clkdlybuf4s50_1, buf_4, inv_1, nand2_1, a21oi_1, and3_1, nand2_2, o31ai_1, mux2_1"
critPathKind = "input pin to flip-flop"
cp_slowest_cell = "inv_1"
cp_num_buf_inv = 3
worstPathArrival_ps = 4400
path_max_fanout = 38
crit_family = "buffers and inverters"
cp-end-kind = "flip-flop"
slowest_delay_ps = 520
critPathLaunchType = "input pin"
cp.required_ps = 7180

[worst_hold_path]
hp-class = "flip-flop to flip-flop"

[job]
tool_warnings = 29
maxCapViolCount = 0
[routing by layer]
layer  part of all wire (%)  vias up  track usage (%)
li1                       -     1745                -
met1                     48     1682             44.6
met2                     43      148             41.7
met3                    7.1       19             4.49
met4                    1.8        0             4.39
met5                      0        -                0
[tightest hold or removal path, delay by kind of cell (launching register included)]
| kind | cells | cell delay, ps |
|---|---|---|
| flip-flops | 1 | 370 |
| AND/OR/NAND/NOR | 1 | 120 |
| multiplexers | 1 | 120 |
[stage by stage]
stage	util, %	instance area [sq um]	setup slack, ps	instances	hold slack (ps)
floorplan	-	3530	3860	474	516
global placement	55.2	3750	2640	554	612
detailed placement	55.2	3750	2530	554	623
CTS	56.5	3840	2840	562	641
global route	56.5	3840	2600	562	685
finish	56.5	3840	2770	562	644
[synthesized netlist by cell type, types with 4 or more instances]
| cell type | count | area (sq um) |
|---|---|---|
| ha_1 | 4 | 50.1 |
| nand2b_1 | 8 | 50.1 |
| and2_1 | 4 | 25.0 |
| o21ai_0 | 6 | 30.0 |
| clkbuf_1 | 29 | 109 |
| nor3_1 | 14 | 70.1 |
| and3_1 | 5 | 31.3 |
| o22ai_1 | 7 | 43.8 |
| nor2_1 | 51 | 191 |
| dfxtp_1 | 30 | 601 |
| nor4_1 | 7 | 43.8 |
| o31ai_1 | 11 | 82.6 |
| o211ai_1 | 8 | 60.1 |
| or3_1 | 12 | 75.1 |
| mux2_2 | 6 | 67.6 |
| a311oi_1 | 4 | 35.0 |
| buf_2 | 16 | 80.1 |
| a31oi_1 | 8 | 50.1 |
| a21oi_1 | 15 | 75.1 |
| a211oi_1 | 7 | 52.6 |
| or4_1 | 9 | 67.6 |
| xnor2_1 | 11 | 96.3 |
| mux2i_1 | 9 | 90.1 |
| o31ai_2 | 7 | 87.6 |
| nand4b_1 | 4 | 35.0 |
| inv_1 | 9 | 33.8 |
| nand4_1 | 15 | 93.8 |
| mux2_1 | 14 | 158 |
| nor2b_1 | 23 | 144 |
| nand3_1 | 25 | 125 |
| nand2_1 | 29 | 109 |
[final timing paths]
kind / start / to / slack, ps / cells past startpoint
max: key_0 / frequency_divisor[27]$_SDFFE_PP0P_ / 2770 / 9
min: frequency_divisor[24]$_SDFFE_PP0P_ / frequency_divisor[24]$_SDFFE_PP0P_ / 640 / 2
max reg2reg: frequency_divisor[2]$_SDFFE_PP0P_ / frequency_divisor[3]$_SDFFE_PP0P_ / 2860 / 10
min reg2reg: frequency_divisor[24]$_SDFFE_PP0P_ / frequency_divisor[24]$_SDFFE_PP0P_ / 640 / 2
[cell type report]
class                      instances  area, sq um
fill                             646         2950
multi-input combinational        382         2640
sequential                        30          601
timing repair buffer              37          355
tap                               96          120
clock buffer                       7         86.3
inverter                           9         33.8
clock inverter                     1         5.00
[kinds of logic (layout without fill, tap and decap cells)]
logic type / after synthesis / count (layout)
adders and majority gates: 4 / 4
DFF: 30 / 30
xor gates and xnor gates: 13 / 13
AOI/OAI and AO/OA: 109 / 109
buffers and inverters: 62 / 54
other: 1 / 2
and+or+nand+nor: 225 / 225
muxes: 29 / 29
[power by group through the flow]
stage	sequential [W]	combinational [W]	clock (W)
6_report	0.000368	0.000738	0.000149
4_1_cts	0.000363	0.000723	0.000154
5_1_grt	0.000383	0.000797	0.000163
